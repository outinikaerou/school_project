==> flow/design.v <==
module ROT_7SEG(input R3,R2,R1,R0,
                 output A,B,C,D,E,F,G,Dp);
reg [7:0] Y_tmp;
always @(R3 or R2 or R1 or R0)
    case({R3,R2,R1,R0})
        4'b0000 :Y_tmp = 8'b11111100;
        4'b0001 :Y_tmp = 8'b01100000;
        4'b0010 :Y_tmp = 8'b11011010;
        4'b0011 :Y_tmp = 8'b11110010;
        4'b0100 :Y_tmp = 8'b01100110;
        4'b0101 :Y_tmp = 8'b10110110;
        4'b0110 :Y_tmp = 8'b10111110;
        4'b0111 :Y_tmp = 8'b11100100;
        4'b1000 :Y_tmp = 8'b11111110;
        4'b1001 :Y_tmp = 8'b11110110;
        4'b1010 :Y_tmp = 8'b11101111;
        4'b1011 :Y_tmp = 8'b00111111;
        4'b1100 :Y_tmp = 8'b10011101;
        4'b1101 :Y_tmp = 8'b01111011;
        4'b1110 :Y_tmp = 8'b10011111;
        4'b1111 :Y_tmp = 8'b10001111;
        default :Y_tmp = 8'b00000000;
    endcase
assign {A,B,C,D,E,F,G,Dp} =~Y_tmp;
endmodule                
==> flow/run.sh <==
#!/bin/bash
# OpenROAD 26Q1-2900-gdf79404cd8, Yosys 0.63+post, stock flow scripts
make -C /OpenROAD-flow-scripts/flow DESIGN_CONFIG=/design/flow/config.mk WORK_HOME=/design/flow/orfs finish
==> flow/config.mk <==
export PLATFORM = sky130hd
export DESIGN_NAME = ROT_7SEG
export DESIGN_NICKNAME = ROT_7SEG
export VERILOG_FILES = /design/flow/design.v
export SDC_FILE = /design/flow/constraint.sdc
export NUM_CORES = 4
export LEC_CHECK = 1
export CORE_AREA = 10 10 70 70
export DIE_AREA = 0 0 80 80
==> flow/constraint.sdc <==
current_design ROT_7SEG

set clk_period 1.5
set clk_io_pct 0.2

create_clock -name clk0 -period $clk_period

set non_clock_inputs [all_inputs -no_clocks]
set_input_delay [expr $clk_period * $clk_io_pct] -clock clk0 $non_clock_inputs
set_output_delay [expr $clk_period * $clk_io_pct] -clock clk0 [all_outputs]
==> Changelog: implementation <==
### Physical design

* Outcome: finished with violations
* Failing checks: setup timing
* CP required at 1.20 ns
* Hold-critical path depth at 5
* Initial antenna violation count at 0
* Clock buf count at 0
* Most frequent cell after synthesis: ha_1
* Sequential fraction of the synthesis area at 0
* Cell area after synthesis at 248 µm²
* CP startpoint kind: primary input
* Syn avg cell area at 8.85 µm²
* Leading area contributor after synthesis: ha_1
* Yosys cell types at 17
* GR Util All Layers at 0.0247
* Detailed placer's ending HPWL at 639 µm
* Most instantiated cells after synthesis: ha_1, inv_1
* Max-area cell share at 0.253
* Remaining global-route overflow at 0
* Seq cells at 0
* Cells after Synth at 28
* Power density cells at 244 nW/µm²
* Max-cap viol count at 0
* Io pins at 12
* Minimum clock period at 1.57 ns
* GP Congestion at 0.762
* Hold wc startpoint: R1
* Drt total wl at 802 µm
* Hold-fix buffers, CTS at 0
* FP Core Util at 0.0725
* Port-buffer cells at 12
* Fin. max-slew vios at 0
* Final Hold Viols at 0
* Max Freq at 636 MHz
* Relative slew slack at 0.879
* First-pass DRT Iterations at 2
* Die Size at 6400 µm²
* Final worst slack at -0.0711 ns
* Die width at 80 µm
* Initial DRC count at 8
* Storage element area at 0 µm²
* Endpoints failing setup at 2
* Die Ht at 80 µm
* Main area contributors: ha_1, clkbuf_8, mux4_2
* CP max FO at 3
* Crit share post-route at 1.05
* Hold Crit Class: in2out
* Crit. End Element: primary output
* Vias in the first global route at 303
* YS chip area at 248 µm²
* Setup TNS at -0.0972 ns
* Vias/cell at 3.01
* Post-route ant nets at 0
* Worst path arrival time at 1.27 ns
* Max VDD drop at 0.0491 mV
* Drt drc at 0
* Warning count from the yosys run at 1
* Diode count at 0
* Largest net degree at the start of global routing at 9
* Cell leakage power at 0.254 nW
* Worst slew pin tran at 0.179 ns
* Routed length per instance at 8.10 µm
* Count of tool warnings at 38
* Worst Hold End: G
* Core Area at 3420 µm²
* Layout cells sized above 1 at 0.698
* Design Power at 142 µW
* Vias post-DR at 298
* Cells in synth_stat.txt at 28
* RSZ-0062 raised after global routing: true
* # rows at 21
* Type of the worst setup path: in2out
* First-pass GRT wire length at 1390 µm
* Min Hold Slack at 1.07 ns
* Area Overhead vs Synth at 135%
==> what timing repair did <==
action / in CTS / in global routing
buffers inserted: 4 / 1
gates resized: 56 / 9
cloned: 0 / 0
setup endpoints to repair: 8 / 7
pin swaps: 6 / 4
==> area by class of cell <==
| class | instances | area, µm² |
|---|---|---|
| fillers | 380 | 2830 |
| inverters | 3 | 21.3 |
| multi-input cells | 23 | 278 |
| well taps | 46 | 57.6 |
| repair buffers | 27 | 225 |
==> cell families after synthesis <==
kind of cell	Yosys count	share of synthesized area
adder cells (fa/ha/maj)	5	0.253
buffers and inverters	5	0.157
multiplexers	4	0.217
AND/OR/NAND/NOR	7	0.151
AND-OR/OR-AND	7	0.222
==> report_power, final <==
group / internal, mW / leakage (nW) / switching [mW] / total, mW
Clock: 0 / 0 / 0 / 0
Combinational: 0.0886 / 0.254 / 0.0533 / 0.142
Sequential: 0 / 0 / 0 / 0
==> metal layers <==
metal  vias to the layer above  global-route usage  share of wire
met5                         -                   0              0
met4                         0                   0              0
met3                         0             0.00227          0.036
met2                         7              0.0441           0.49
met1                       137              0.0330           0.47
li1                        154                   -              -
==> per-stage QoR <==
stage	area (µm²)	setup slack, ns	std cells	utilization
floorplan	248	0.156	28	-
global placement	473	-0.894	94	0.138
detailed placement	473	-0.904	94	0.138
CTS	561	-0.0741	98	0.164
global route	582	-0.101	99	0.170
finish	582	-0.0711	99	0.170
==> critical path, stage by stage <==
cell	delay, ns
buf_8	0.10
buf_6	0.12
ha_4	0.16
mux4_2	0.46
buf_2	0.13
==> worst max-delay path by stage <==
stage                 startpoint  end  slack, ns  cells after the start
after CTS                     R0    D      -0.07                      6
after global routing          R1    D      -0.10                      6
final                         R1    D      -0.07                      5
==> placed cells by master (no fill, tap or decap) <==
cell type        instances
buf_4                   11
buf_2                    6
ha_4                     4
buf_6                    4
mux2i_1                  2
inv_6                    2
nor2_1                   2
dlygate4sd2_1            2
inv_2                    1
a32o_1                   1
nor2b_2                  1
a22o_2                   1
mux4_2                   1
nor2b_1                  1
nand2_1                  1
o32ai_2                  1
nand3_2                  1
o31ai_1                  1
mux2_4                   1
a22o_1                   1
o21ai_0                  1
or3b_1                   1
o21ai_1                  1
ha_1                     1
buf_12                   1
buf_8                    1
clkdlybuf4s15_1          1
clkbuf_2                 1
Power and IR drop assume default switching activity.
