--- design/flow/design.v ---
module DECODER7(COUNT,LED,SA);
input [3:0] COUNT;
output [7:0] LED;
output [3:0] SA;
reg [7:0] LED;
assign SA = 4'bzzz0;
always @(COUNT)
begin
    case(COUNT)          
        4'b0000:LED <= 8'b0000001_1;
        4'b0001:LED <= 8'b1001111_1;
        4'b0010:LED <= 8'b0010010_1;
        4'b0011:LED <= 8'b0000110_1;
        4'b0100:LED <= 8'b1001100_1;
        4'b0101:LED <= 8'b0100100_1;
        4'b0110:LED <= 8'b0100000_1;
        4'b0111:LED <= 8'b0001101_1;
        4'b1000:LED <= 8'b0000000_1;
        4'b1001:LED <= 8'b0000100_1;
        default:LED <= 8'b0110000_1;
    endcase
end
endmodule
module UPDOWN(RESET, CLK, DEC, COUNT);
input RESET, CLK, DEC;
output [3:0] COUNT;
parameter SEC1_MAX = 6000000;  
reg [22:0] tmp_count;
reg [3:0] COUNT_TMP;
wire ENABLE;
always @(posedge CLK or negedge RESET)
begin
    if (RESET == 1'b0)
        tmp_count <= 23'h000000;
    else if (ENABLE == 1'b1)
        tmp_count <= 23'h000000;
    else
        tmp_count <= tmp_count + 23'h1;
end
assign ENABLE = (tmp_count == (SEC1_MAX - 1))? 1'b1 : 1'b0;
always @(posedge CLK or negedge RESET)
begin
    if (RESET == 1'b0)
        COUNT_TMP <= 4'h0;
    else if (ENABLE == 1'b1)
        if (DEC == 1'b1)
            if (COUNT_TMP == 4'h9)
                 COUNT_TMP <= 4'h0;
            else
                 COUNT_TMP <= COUNT_TMP + 4'h1;
        else
            if (COUNT_TMP == 4'h0)
                    COUNT_TMP <= 4'h9;
            else
                    COUNT_TMP <= COUNT_TMP - 4'h1;
end
assign COUNT = COUNT_TMP;
endmodule
module UPDOWN_7SEG(RESET, CLK, DEC, LED, SA);
input RESET, CLK, DEC;
output [7:0] LED;
output [3:0] SA;
wire [3:0] COUNT;
parameter SEC1_MAX = 6000000;  
UPDOWN #(.SEC1_MAX(SEC1_MAX)) i0(.RESET(RESET), .CLK(CLK), .DEC(DEC), .COUNT(COUNT));
DECODER7 i1(.COUNT(COUNT), .LED(LED), .SA(SA));
endmodule
--- design/flow/run.sh ---
#!/bin/bash
# OpenROAD 26Q1-2900-gdf79404cd8, Yosys 0.63+post, stock flow scripts
make -C /OpenROAD-flow-scripts/flow DESIGN_CONFIG=/design/flow/config.mk WORK_HOME=/design/flow/orfs finish
--- design/flow/config.mk ---
export PLATFORM = sky130hd
export DESIGN_NAME = UPDOWN_7SEG
export DESIGN_NICKNAME = UPDOWN_7SEG
export VERILOG_FILES = /design/flow/design.v
export SDC_FILE = /design/flow/constraint.sdc
export NUM_CORES = 4
export LEC_CHECK = 1
export CORE_AREA = 10 10 110 110
export DIE_AREA = 0 0 120 120
--- design/flow/constraint.sdc ---
current_design UPDOWN_7SEG

set clk_period 3.1
set clk_io_pct 0.2

create_clock -name clk0 -period $clk_period [get_ports {CLK}]

set non_clock_inputs [all_inputs -no_clocks]
set_input_delay [expr $clk_period * $clk_io_pct] -clock clk0 $non_clock_inputs
set_output_delay [expr $clk_period * $clk_io_pct] -clock clk0 [all_outputs]
==> out/summary.txt <==
Vias: 1362
Crit-path max FO: 8
Cell area leaders: dfrtp_1, xnor2_1, ha_1
Crit share post-route: 85.9%
Leak: 0.747 nW
Layout Utilization: 19.9%
Max-slew violation count: 0
First-pass DRT Iterations: 4
Row Count: 36
Total gr overflow: 0
Final tally of setup violations: 0
Netlist cell types: 41
Post-CTS setup buffers: 0
Gr usage total: 4.93%
Post-CTS sizing: 0
TritonCTS clock tree: built
Post-Syn Area: 0.00168 mm²
Crit path cell chain: inv_1 > ha_1 > a21oi_1 > o21a_1 > clkdlybuf4s50_1
Seq. cell area: 676 µm²
Layout cells sized above 1: 6.91%
Hpwl dp: 2640 µm
Synth Warn #: 3
Vias/cell: 4.24
Vias in the first global route: 1321
Worst vdd ir: 0.136 mV
Die Ht: 120 µm
Routability cong.: 0.865
CTS Buf Count: 3
Drt total wl: 3590 µm
FP Core Util: 17.2%
# H-tree levels: 1
CTS sink cnt: 27
Crit Path Category: flop to output pin
DRC violations left: 0
First-pass GRT wire length: 6290 µm
Slowest Stage Delay on Critical Path: 0.49 ns
DIE WIDTH: 120 µm
Clock Tree Root: clkbuf_8
IO Count: 15
Clock skew: 0.00922 ns
Crit path launch type: flop
Synthesized registers: 27
Critical Path AT: 2.04 ns
Cell type with the largest total area: dfrtp_1
Chip area: 0.0144 mm²
RSZ-0062 raised after global routing: false
Max-cap violation count: 0
Status: complete, no violations
Required @ worst endpoint: 2.48 ns
Drt wl/cell: 11.2 µm
Diode count: 0
Post-Syn Instances: 181
Synth top area share: 40.3%
Slowest cell on crit path: dfrtp_1
Largest net degree at the start of global routing: 28
Area grow syn2layout: 16.0%
Final Hold Fails: 0
Clock buffer depth: 2
Worst-Margin Slew: 0.703 ns
Cts hold-fix bufs: 0
Number of standard cells reported by yosys: 181
Port Buffer Count: 9
Minimum clock period: 2.66 ns
Fill count: 1077
Initial antenna violation count: 0
Core area: 0.00977 mm²
Clock transition at the registers of the reported paths: 0.10 ns
Setup_tns: 0 ns
Sequential share of the synthesized area: 40.3%
Crit path capture type: output pin
Tool warnings: 29
Logic area: 917 µm²
ANT nets after route: 0
Worst Hold Class: flop to flop
Hold Slack: 0.486 ns
Pwr Density: 292 mW/mm²
Yosys stat chip area: 0.00168 mm²
DR iter-0 viols: 75
Clk Latency, worst-skew pair: 0.27 ns
Achievable Freq: 375 MHz
Worst rel slew slack: 52.7%
Mean Syn Cell Area: 9.27 µm²
path summary, 6_finish.rpt:
| check | from | end | slack [ns] | depth (start not counted) |
|---|---|---|---|---|
| setup / recovery | i0.COUNT_TMP[0] | LED[4] | 0.44 | 5 |
| hold / removal | i0.tmp_count[0] | i0.tmp_count[0] | 0.49 | 1 |
| setup reg to reg | i0.tmp_count[12] | i0.COUNT_TMP[0] | 0.81 | 4 |
| hold reg to reg | i0.tmp_count[0] | i0.tmp_count[0] | 0.49 | 1 |
| max in group asynchronous | RESET | i0.tmp_count[9] | 2.13 | 2 |
| min in group asynchronous | RESET | i0.tmp_count[17] | 0.70 | 2 |
power breakdown:
part | internal [mW] | switching (mW)
clock | 0.0921 | 0.110
sequential | 0.352 | 0
combinational | 0.00436 | 0.00988
total | 0.448 | 0.119
per-layer routing:
layer | up-vias | part of all wire [%] | global-route usage [%]
met5 | - | 0 | 0
met4 | 0 | 2.0 | 1.06
met1 | 664 | 49 | 7.23
met2 | 26 | 46 | 7.84
li1 | 668 | - | -
met3 | 4 | 2.6 | 0.333
critical path, delay by kind of cell (launching register included):
kind	cells	cell delay [ns]
adder cells (fa/ha/maj)	1	0.34
AND-OR/OR-AND	2	0.33
buffers and inverters	2	0.61
flip-flops	1	0.49
cells in the mapped netlist:
cell	instances
a21oi_1	6
a22o_1	1
a31oi_1	4
a32o_1	1
a32oi_1	1
a41o_1	1
a41oi_1	1
and2_1	1
and3_1	3
and4_1	4
and4_2	1
buf_2	2
buf_4	5
clkbuf_1	5
conb_1	2
dfrtp_1	27
ha_1	7
inv_1	8
mux2_2	2
mux2i_1	1
nand2_1	6
nand3_1	9
nand4_1	7
nand4b_1	2
nor2_1	14
nor2b_1	5
nor3_1	11
nor4_1	6
nor4b_1	1
nor4bb_1	1
o21a_1	2
o21ai_0	5
o31ai_1	3
o41ai_1	1
or2_2	1
or3_1	2
or3_2	1
or4_1	3
or4_4	2
xnor2_1	11
xor2_1	5
placed cells by master, fill, tap and decap left out, types with 4 or more instances in the layout:
cell type and instances:
conb_1 5, nor3_1 11, nor4_1 6, xnor2_1 11
nand2_1 6, nand3_1 9, dfrtp_1 27, a31oi_1 4
nand4_1 7, xor2_1 5, nor2_1 14, ha_1 7
inv_1 8, a21oi_1 6, and4_1 4, o21ai_0 5
clkdlybuf4s50_1 9, nor2b_1 5
final cells by class:
type / instances / area share (%)
sequential: 27 / 34.7
clock buffer: 4 / 2.31
inverter: 8 / 1.54
timing repair buffer: 12 / 5.78
tap: 133 / 8.55
multi-input combinational: 137 / 47.1
sequential cells by signal, indices dropped and copies added (netlist names):
name,count
i0.COUNT_TMP,4
i0.tmp_count,23
stage by stage:
stage	setup slack, ns	instance area, µm²	std cells	power [mW]
final	0.436	1950	321	0.568
after global routing	0.260	1950	321	0.595
after CTS	0.427	1950	321	0.575
after detailed placement	0.749	1900	317	0.374
after global placement	0.732	1900	317	0.374
after floorplan	0.895	1690	184	0.367
cells by family (layout without fill, tap and decap cells):
group           count (synthesis)  count (layout)  share of synthesized area (%)
mux                             3               3                           1.94
simple gates                   80              80                           27.7
xor+xnor                       16              16                           8.35
compound gates                 26              26                           10.3
buf+inv                        20              24                           5.74
other cells                     2               5                          0.448
fa+ha+maj                       7               7                           5.22
flops                          27              27                           40.3
No activity file was given, so power comes from the tool's default toggle rates.
