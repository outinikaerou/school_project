### run.sh
#!/bin/bash
# OpenROAD 26Q1-2900-gdf79404cd8, Yosys 0.63+post, stock flow scripts
make -C /OpenROAD-flow-scripts/flow DESIGN_CONFIG=/design/flow/config.mk WORK_HOME=/design/flow/orfs finish
### config.mk
export PLATFORM = sky130hd
export DESIGN_NAME = CNT60_ALL
export DESIGN_NICKNAME = CNT60_ALL
export VERILOG_FILES = /design/flow/design.v
export SDC_FILE = /design/flow/constraint.sdc
export NUM_CORES = 4
export LEC_CHECK = 1
export CORE_UTILIZATION = 40
### constraint.sdc
current_design CNT60_ALL

set clk_period 3.7
set clk_io_pct 0.2

create_clock -name clk0 -period $clk_period [get_ports {CLK}]

set non_clock_inputs [all_inputs -no_clocks]
set_input_delay [expr $clk_period * $clk_io_pct] -clock clk0 $non_clock_inputs
set_output_delay [expr $clk_period * $clk_io_pct] -clock clk0 [all_outputs]
### design.v
module CNT60(CLK, RESET, DEC, ENABLE, CNT10, CNT6);
input CLK, RESET, DEC, ENABLE;
output [3:0] CNT10;
output [2:0] CNT6;
reg [3:0] CNT10;
reg [2:0] CNT6;
reg CARRY;
always @(posedge CLK or posedge RESET)
  begin
     if (RESET == 1'b1)
       begin
	  CNT10 <= 4'h0;
       end
     else if (ENABLE == 1'b1)
       if (DEC == 1'b0)
	 begin
	    if (CNT10 == 4'h9)
	      CNT10 <= 4'h0;
	    else
	      CNT10 <= CNT10 + 4'h1;
	 end
       else
	 begin
	    if (CNT10 == 4'h0)
	      CNT10 <= 4'h9;
	    else
	      CNT10 <= CNT10 - 4'h1;
	 end
  end
always @(CNT10 or DEC)
begin
    if (DEC == 1'b0)
        if (CNT10 == 4'h9)
            CARRY <= 1'b1;
        else
            CARRY <= 1'b0;
    else
        if (CNT10 == 4'h0)
            CARRY <= 1'b1;
        else
            CARRY <= 1'b0;
end
always @(posedge CLK or posedge RESET)
  begin
     if (RESET == 1'b1)
       begin
	  CNT6 <= 3'b000;
       end
     else if (ENABLE == 1'b1 && CARRY == 1'b1)
       if (DEC == 1'b0)
	 begin
	    if (CNT10 == 4'h9)
	      if (CNT6 == 3'b101)
		CNT6 <= 3'b000;
	      else
		CNT6 <= CNT6 + 3'b001;
	 end
       else
	 begin
	    if (CNT10 == 4'h0)
	      if (CNT6 == 3'b000)
		CNT6 <= 3'b101;
	      else
		CNT6 <= CNT6 - 3'b001;
	 end
  end
endmodule
module CNT60_ALL(CLK, RESET, DEC, LED, SA, ENABLE);
input CLK, RESET, DEC, ENABLE;
output [7:0] LED;
output [3:0] SA;
reg [23:0] tmp_count;
wire [3:0] CNT10;
wire [2:0] CNT6;
wire ENABLE, ENABLE_kHz;
wire [7:0] LED10, LED6;
always @(posedge CLK or posedge RESET)
  begin
     if (RESET == 1'b1)
       tmp_count <= 24'h000000;
     else if (ENABLE == 1'b1)
       tmp_count <= 24'h000000;
     else
       tmp_count <= tmp_count + 24'h1;
  end
assign ENABLE_kHz = (tmp_count[11:0] == 12'hfff)? 1'b1 : 1'b0;
CNT60 i0(.CLK(CLK), .RESET(RESET), .DEC(DEC), .ENABLE(ENABLE),
	 .CNT10(CNT10), .CNT6(CNT6));
DECODER7 i1(.COUNT(CNT10), .LED(LED10));
DECODER7 i2(.COUNT({1'b0,CNT6}), .LED(LED6));
DCOUNT i3(.CLK(CLK), .ENABLE(ENABLE_kHz), .L1(LED10), .L2(LED6),
	  .L3(8'hff), .L4(8'hff), .SA(SA), .L(LED));
ENABLE_GEN i4 (.ENABLE(ENABLE), .CLK(CLK), .RESET(RESET));
endmodule
module ENABLE_GEN (CLK, RESET, ENABLE);
input CLK, RESET;
output ENABLE;
reg [23:0] tmp_count;
wire ENABLE;
parameter SEC1_MAX = 12000000;  
assign ENABLE = (tmp_count == (SEC1_MAX - 1))? 1'b1 : 1'b0;
always @(posedge CLK or posedge RESET)
  begin
     if (RESET == 1'b1)
       tmp_count <= 24'h000000;
     else if (ENABLE == 1'b1)
       tmp_count <= 24'h000000;
     else
       tmp_count <= tmp_count + 24'h1;
  end
endmodule
module DCOUNT (CLK, ENABLE, L1, L2, L3, L4, SA, L);
input CLK, ENABLE;
input [7:0] L1, L2, L3, L4;
output [3:0] SA;
output [7:0] L;
parameter MAX_COUNT = 3'b111;
reg [2:0] sa_count_tmp;
reg [3:0] sa_count;
reg [7:0] L_tmp;
assign SA[3] = (sa_count[3]==1'b0)? 1'b1 : 1'b0;
assign SA[2] = (sa_count[2]==1'b0)? 1'b1 : 1'b0;
assign SA[1] = (sa_count[1]==1'b0)? 1'b1 : 1'b0;
assign SA[0] = (sa_count[0]==1'b0)? 1'b1 : 1'b0;
assign L = L_tmp;
always @(posedge CLK)
  begin
     if (ENABLE==1'b1)
       if (sa_count_tmp==MAX_COUNT)
	 sa_count_tmp <= 3'b000;
       else
	 sa_count_tmp <= sa_count_tmp + 1'b1;
  end
always @(posedge CLK)
  begin
     if (sa_count_tmp[0]==1'b0)  
       begin
	       sa_count <= 4'b1111;L_tmp <= L_tmp; 
       end
     else
       case (sa_count_tmp[2:1])
	       2'b00:begin
	           sa_count <= 4'b1110;L_tmp <= L1;
                   end
	       2'b01:begin
	           sa_count <= 4'b1101;L_tmp <= L2;
	               end
	       2'b10:begin
	           sa_count <= 4'b1011;L_tmp <= L3;
	               end
	       2'b11:begin
	           sa_count <= 4'b0111;L_tmp <= L4;
	               end
	       default:begin
	           sa_count <= 4'bxxxx;L_tmp <= 8'bxxxxxxxx;
	               end
       endcase
  end
endmodule
module DECODER7(COUNT,LED,SA);
input [3:0] COUNT;
output [7:0] LED;
output [3:0] SA;
reg [7:0] LED;
assign SA = 4'bzzz0;
always @(COUNT)
begin
    case(COUNT)          
        4'b0000:LED <= 8'b0000001_1;
        4'b0001:LED <= 8'b1001111_1;
        4'b0010:LED <= 8'b0010010_1;
        4'b0011:LED <= 8'b0000110_1;
        4'b0100:LED <= 8'b1001100_1;
        4'b0101:LED <= 8'b0100100_1;
        4'b0110:LED <= 8'b0100000_1;
        4'b0111:LED <= 8'b0001101_1;
        4'b1000:LED <= 8'b0000000_1;
        4'b1001:LED <= 8'b0000100_1;
        default:LED <= 8'b0110000_1;
    endcase
end
endmodule
==> results.txt <==
Physical implementation.

- After synthesis, the cell types taking the most area are dfrtp_1 (35%), edfxtp_1 (9.7%), ha_1 (6.4%).
- For this run, the register share of the synthesized area comes to 0.469.
- It got as far as 1_2_yosys and failed there.
- The proportion of register bits with asynchronous set or reset after synthesis is 0.754.
- The synthesis warning total is 6.
- The flip-flop and latch count after synthesis is 57.
- The number of standard cells reported by yosys is 313.
- For this run, the chip area from Yosys synthesis comes to 0.00311 mm².
- The most area-hungry cell type in the Yosys netlist is dfrtp_1.
- The run stopped with a tool error.
- The most used flip-flop cell after synthesis is dfrtp_1.
- The number of distinct library cells after synthesis is 50.
- The most frequent cell after synthesis is dfrtp_1.
- The tool reported: "ERROR: Found 1 problems in 'check -assert'".
- The commonest cells after synthesis are dfrtp_1 (43), nor2_1 (32), inv_1 (22).
- The area fraction of the largest cell type after synthesis is 0.346.
- Yosys mapped a number of flops with a built-in enable equal to 10.
-- logic make-up after synthesis --
kind of cell / Yosys count / synth area share
mux: 10 / 0.0330
simple gates: 120 / 0.213
buf+inv: 34 / 0.0471
other cells: 1 / 0.00121
fa+ha+maj: 16 / 0.0644
xor+xnor: 25 / 0.0705
flops: 57 / 0.469
compound gates: 50 / 0.102
